$ cat flow/run.sh
#!/bin/bash
# OpenROAD 26Q1-2900-gdf79404cd8, Yosys 0.63+post, stock flow scripts
make -C /OpenROAD-flow-scripts/flow DESIGN_CONFIG=/design/flow/config.mk WORK_HOME=/design/flow/orfs finish
$ cat flow/design.v
module contador(
    input clk,
    input reset,
    output reg [3:0] count
);
always @(posedge clk or posedge reset) begin
    if (reset)
        count <= 4'b0000;
    else if (count == 4'b1001)  
        count <= 4'b0000;
    else
        count <= count + 1;
end
endmodule
$ cat flow/constraint.sdc
current_design contador

set clk_period 1.4
set clk_io_pct 0.2

create_clock -name clk0 -period $clk_period [get_ports {clk}]

set non_clock_inputs [all_inputs -no_clocks]
set_input_delay [expr $clk_period * $clk_io_pct] -clock clk0 $non_clock_inputs
set_output_delay [expr $clk_period * $clk_io_pct] -clock clk0 [all_outputs]
$ cat flow/config.mk
export PLATFORM = sky130hd
export DESIGN_NAME = contador
export DESIGN_NICKNAME = contador
export VERILOG_FILES = /design/flow/design.v
export SDC_FILE = /design/flow/constraint.sdc
export NUM_CORES = 4
export LEC_CHECK = 1
export CORE_AREA = 10 10 70 70
export DIE_AREA = 0 0 80 80
export SYNTH_HDL_FRONTEND = slang
==> ci_impl_report.md <==
## PnR job results

| Metric | Value |
|---|---|
| Port buffer count | 5 |
| Flop-to-flop setup slack | 0.26 ns |
| H-Tree Depth | 1 |
| Simple-Gate Area Share | 11.11% |
| DRT antenna net count | 0 |
| Worst Hold Class | input pin to async pin |
| Overall global routing resource usage | 1.926% |
| Reg2reg end | count[1]$_DFF_PP0_ |
| First-pass GRT wire length | 855 µm |
| Core ar. | 0.003416 mm² |
| Placed Area | 276.5 µm² |
| Worst Tran Pin Value | 0.1655 ns |
| Largest logic family | simple AND/OR/NAND/NOR gates |
| Post-Route WL | 547 µm |
| PwrDens | 812.6 mW/mm² |
| Worst EP arrival | 1.06 ns |
| Aoi share | 8.889% |
| YS chip area | 168.9 µm² |
| Leakage dissipation | 0.1444 nW |
| RSZ-0062 raised after global routing | no |
| Logic area | 57.56 µm² |
| Vert. Die Dim | 80 µm |
| Remaining global-route overflow | 0 |
| Die x size | 80 µm |
| Pre-Place Util | 4.945% |
| # DRC | 0 |
| Yosys Instances | 15 |
| Clock Latency Late Sink | 0.23 ns |
| Clock-pin transition on the worst setup and hold timing paths | 0.04 ns |
| Ys Warns | 0 |
| Worst r2r path cells | 4 |
| DP Worst Slack | 0.1790 ns |
| Worst EP required | 1.12 ns |
| Final worst-path cycle share | 95.44% |
| Fill cells | 403 |
| Die area | 0.006400 mm² |
| RePlAce Congestion | 0.6791 |
| Status | complete, no violations |
| Post-Synth XOR/XNOR Area | 5.185% |
| Max incr delay on CP | 0.47 ns |
| Top Family by Delay on Critical Path | buffers and inverters |
| Critical Path End Type | output port |
| Setup CP Type | register to output port |
| Maxcap violations | 0 |
| Area grow syn2layout | 91.85% |
| TNS Setup | 0 ns |
| Crit path buffers/inverters | 1 |
| Cell variety after synth | 10 |
| Top Layout Cells | inv_1, clkbuf_4, dfrtp_1, clkdlybuf4s50_1, buf_4 |
| Worst flop-to-flop path startpoint | count[2]$_DFF_PP0_ |
| Tally of OpenROAD warnings | 25 |
| Worst VDD drop | 222.5 µV |
| Root buffer cell | clkbuf_4 |
| Worst Path Max Fanout | 3 |
| Initial DRC Count | 0 |
| Worst path cell trace | clkdlybuf4s50_1 |
| Hold Vio Cnt, Final | 0 |
| Antenna violations before repair | 0 |
| DR pass1 iterations | 1 |
| Biggest register | count |
| CTS tree | done |
| Vias/cell | 2.042 |
| ANT cells | 0 |
| Final worst path period need | 1.336 ns |
| Worst hold slack | 0.2381 ns |
| Num CTS Buffers | 3 |
| Reg area | 101.3 µm² |
| Max-slew violations | 0 |
| Number of I/O pins | 6 |
| Flops & latches, synth | 4 |
| Area fraction in mux cells | 8.889% |
| Total vias in the final route | 147 |
| Maximum operating frequency | 0.7484 GHz |
| Largest registers | count: 4 flops |
| Final setup viols | 0 |
| Largest net degree at the start of global routing | 6 |
| Synthesized area | 168.9 µm² |
| Slowest CP cell | clkdlybuf4s50_1 |
| Slew HR | 88.88% |
| Synth Instances | 15 |
| Cts hold-fix bufs | 0 |
| Crit start category | register |
| Layout cells sized above 1 | 30.77% |
| Synth Seq Share | 59.26% |
| Clk sink count | 4 |
| Max clock buf depth | 2 |
| Final worst clock skew | 0.003294 ns |
| HPWL after DPL | 389.4 µm |
| WL/cell | 7.597 µm |
| Cell row count | 21 |
| PnR worst setup slack | 0.06377 ns |
| Adder Area Share | 0% |
| Number of global-route vias before repair | 167 |
| Max FFs per register | 4 |
| Design area | 324.1 µm² |
| Synthesized area per cell | 11.26 µm² |
stage by stage:
step / cells / total power, W / utilization, %
after floorplan: 15 / 0.0001196 / -
after global placement: 66 / 0.0001227 / 8.095
after detailed placement: 66 / 0.0001231 / 8.095
after CTS: 71 / 0.0002702 / 9.194
after global routing: 72 / 0.0002838 / 9.487
final: 72 / 0.0002633 / 9.487
kinds of logic (layout without fill, tap and decap cells):
group	after synthesis	count (layout)
mux	1	1
flops	4	4
buf+inv	3	14
simple gates	4	4
compound gates	2	2
xor+xnor	1	1
synthesized netlist by cell type (all sizes together):
| cell | count | area share (%) |
|---|---|---|
| inv | 3 | 6.7 |
| xnor2 | 1 | 5.2 |
| nor2 | 1 | 2.2 |
| dfrtp | 4 | 59 |
| a221o | 1 | 5.9 |
| o21ai | 1 | 3.0 |
| mux2 | 1 | 8.9 |
| nor2b | 1 | 3.7 |
| nand2 | 1 | 2.2 |
| nor3 | 1 | 3.0 |
worst max-delay path by stage:
| stage | from | endpoint | slack (ns) | depth (start not counted) |
|---|---|---|---|---|
| finish | count[3]$_DFF_PP0_ | count[3] | 0.06 | 1 |
| global route | count[3]$_DFF_PP0_ | count[3] | 0.008 | 1 |
| CTS | count[2]$_DFF_PP0_ | count[2] | 0.006 | 1 |
area by class of cell:
cell class                      count  area share, %
Sequential cell                     4          31.27
Timing Repair Buffer                8          22.78
Multi-Input combinational cell      8          17.76
Tap cell                           46          17.76
Clock buffer                        3          6.950
Inverter                            3          3.475
where the power goes:
part	internal (W)	switching, W	total (W)
logic	0.00000262	0.00000258	0.00000519
clock network	0.0000958	0.0000461	0.000142
registers	0.000116	0	0.000116
total	0.000215	0.0000486	0.000263
layer usage:
metal / GRT usage (%) / up-vias / part of all wire (%)
li1: - / 71 / -
met1: 2.273 / 68 / 46
met2: 1.364 / 8 / 24
met3: 3.409 / 0 / 29
met4: 0.3521 / 0 / 0
met5: 0 / - / 0
repair_timing:
item / 4_1_cts / 5_1_grt
gates resized: 2 / 1
endpoints found under the setup margin: 3 / 2
setup buffers: 2 / 1
Power and IR drop assume default switching activity.
