--- design/flow/config.mk ---
export PLATFORM = sky130hd
export DESIGN_NAME = decoder7
export DESIGN_NICKNAME = decoder7
export VERILOG_FILES = /design/flow/design.v
export SDC_FILE = /design/flow/constraint.sdc
export NUM_CORES = 4
export LEC_CHECK = 1
export CORE_AREA = 10 10 70 70
export DIE_AREA = 0 0 80 80
export SYNTH_HDL_FRONTEND = slang
--- design/flow/constraint.sdc ---
current_design decoder7

set clk_period 1.7
set clk_io_pct 0.2

create_clock -name clk0 -period $clk_period

set non_clock_inputs [all_inputs -no_clocks]
set_input_delay [expr $clk_period * $clk_io_pct] -clock clk0 $non_clock_inputs
set_output_delay [expr $clk_period * $clk_io_pct] -clock clk0 [all_outputs]
--- design/flow/design.v ---
module decoder7 (In, Out);
	input [3:0] In;
	output reg[6:0] Out;
	always @(*)	
		case (In)
			4'b0000 : Out = ~7'b1111110; 
			4'b0001 : Out = ~7'b0110000;
			4'b0010 : Out = ~7'b1101101; 
			4'b0011 : Out = ~7'b1111001; 
			4'b0100 : Out = ~7'b0110011; 
			4'b0101 : Out = ~7'b1011011; 
			4'b0110 : Out = ~7'b1011111; 
			4'b0111 : Out = ~7'b1110000; 
			4'b1000 : Out = ~7'b1111111; 
			4'b1001 : Out = ~7'b1111011;
			4'b1010 : Out = ~7'b1110111; 
			4'b1011 : Out = ~7'b0011111; 
			4'b1100 : Out = ~7'b1001110; 
			4'b1101 : Out = ~7'b0111101; 
			4'b1110 : Out = ~7'b1001111; 
			4'b1111 : Out = ~7'b1000111; 
			default : Out = ~7'b0000000;
		endcase
endmodule
--- design/flow/run.sh ---
#!/bin/bash
# OpenROAD 26Q1-2900-gdf79404cd8, Yosys 0.63+post, stock flow scripts
make -C /OpenROAD-flow-scripts/flow DESIGN_CONFIG=/design/flow/config.mk WORK_HOME=/design/flow/orfs finish
==> impl_metrics.env <==
# source this file to load flow results
export IMPL_path_class="in -> out"
export IMPL_die_x_um=80
export IMPL_pin_count=11
export IMPL_grt_pass1_wl_um=1250
export IMPL_routedWlPerCell_um=7.90
export IMPL_synth_seq_share=0
export IMPL_place_inst=96
export IMPL_end_kind="output pin"
export IMPL_grt_overflow_total=0
export IMPL_hold_viol=0
export IMPL_hold_worst_slack_ns=1.14
export IMPL_yosysUniqueCellTypes=13
export IMPL_dp_hpwl_um=604
export IMPL_status="finished, final reports clean"
export IMPL_cp_slowest_cell="dlygate4sd2_1"
export IMPL_p_total_mw=0.110
export IMPL_drive_above_1_share=0.434
export IMPL_setup_viol=0
export IMPL_clock_buffers=0
export IMPL_antenna_found_initial=0
export IMPL_core_um2=3420
export IMPL_area_delta_synth_final_pct=99.5
export IMPL_drc=0
export IMPL_ir_worst_vdd_mv=0.0294
export IMPL_avgSynthCellArea_um2=8.15
export IMPL_synth_warnings=0
export IMPL_fin_cells=99
export IMPL_min_path_type="in -> out"
export IMPL_ant_nets=0
export IMPL_utilization=0.157
export IMPL_dpl_cell_area_um2=482
export IMPL_synth_cells=33
export IMPL_power_per_cell_area_nw_per_um2=204
export IMPL_setup_tns_ns=0
export IMPL_fin_area_um2=537
export IMPL_critPathLaunch="In[0]"
export IMPL_crit_path_start_kind="input port"
export IMPL_final_setup_worst_slack_ns=0.0299
export IMPL_io_buffers=11
export IMPL_finalCritPeriodShare=0.982
export IMPL_vias=306
export IMPL_endpoint="Out[1]"
export IMPL_maxSlewViolCount=0
export IMPL_max_slew_margin=0.885
export IMPL_max_cap_violations=0
export IMPL_cp_data_arrival_time_ns=1.33
export IMPL_synth_area_yosys_um2=269
export IMPL_die_h_um=80
export IMPL_drt_iter0_drc=3
export IMPL_rows=21
export IMPL_tightest_slew_ns=0.168
export IMPL_holdPathStages=3
export IMPL_drt_total_wl_um=782
export IMPL_cpPeakStageDelay_ns=0.24
export IMPL_drtPass1Iterations=2
export IMPL_post_place_ws_ns=-0.745
export IMPL_grtUsageTotal=0.0222
export IMPL_viasPerCell=3.09
export IMPL_path_cells="buf_6, buf_6, ha_2, buf_4, mux2i_1, a21oi_2, dlygate4sd2_1"
export IMPL_insertedDiodeCount=0
export IMPL_tool_warnings=38
export IMPL_grt_max_degree=11
export IMPL_cpMostUsedCell="buf_6"
export IMPL_yosysCellCount=33
export IMPL_fp_utilization=0.0788
export IMPL_syn_area_um2=269
export IMPL_crit_required_ns=1.36
export IMPL_finalCriticalPeriod_ns=1.67
export IMPL_regArea_um2=0
export IMPL_flops=0
export IMPL_fmax_mhz=599
export IMPL_first_global_vias=310
export IMPL_dieArea_um2=6400
export IMPL_cp_max_fo=5
export IMPL_place_congestion=0.739
export IMPL_leakagePower_nw=0.255
cell families after synthesis:
kind of cell	synth area share
AND/OR/NAND/NOR	0.130
multiplexers	0.307
adder cells (fa/ha/maj)	0.326
AND-OR/OR-AND	0.140
buffers and inverters	0.0977
worst max-delay path, delay by kind of cell:
kind                       cells  cell delay, ns
muxes                          1            0.16
adders and majority gates      1            0.17
AOI/OAI and AO/OA              1            0.07
buffers and inverters          4            0.60
power breakdown:
group / switching (mW) / internal (mW)
registers: 0 / 0
logic: 0.0435 / 0.0663
clock network: 0 / 0
total: 0.0435 / 0.0663
Yosys cell counts, drive strengths merged:
| cell | n | share of area |
|---|---|---|
| ha | 7 | 0.33 |
| nand2 | 1 | 0.014 |
| o211ai | 1 | 0.028 |
| nand2b | 2 | 0.047 |
| a21oi | 2 | 0.037 |
| inv | 3 | 0.042 |
| mux4 | 1 | 0.084 |
| buf | 1 | 0.042 |
| mux2i | 6 | 0.22 |
| a32o | 1 | 0.037 |
| o21ai | 2 | 0.037 |
| clkbuf | 1 | 0.014 |
| nor2 | 5 | 0.070 |
area by class of cell:
type / count / area [um^2]
inverter: 3 / 11.3
tap: 46 / 57.6
multi-input combinational: 28 / 272
fill: 382 / 2880
timing repair buffer: 22 / 196
per-layer routing:
layer	GRT usage	vias up	wire [um]
met4	0	0	0
met3	0.00455	0	66
met2	0.0449	8	382
met1	0.0238	142	332
li1	-	156	-
met5	0	-	0
repair_timing:
item | CTS | global route
hold buffers | 0 | 0
pin swaps | 2 | 2
setup buffers | 3 | 0
gates resized | 31 | 5
setup endpoints to repair | 7 | 7
how the worst min path moves through the flow:
| stage | startpoint | to |
|---|---|---|
| CTS | In[1] | Out[5] |
| global route | In[3] | Out[3] |
| finish | In[3] | Out[3] |
layout by cell type, fill, tap and decap left out:
cell	instances
inv_1	1
mux4_2	1
o211ai_1	1
nor2_1	5
buf_4	6
nand2b_4	1
a32o_1	1
dlygate4sd2_1	6
clkbuf_2	1
a21oi_1	1
mux2i_1	6
a21oi_2	1
nand2b_1	1
ha_1	4
inv_2	2
ha_4	1
buf_6	7
nand2_1	1
buf_2	1
clkdlybuf4s15_1	1
ha_2	2
o21ai_1	2
Power figures rest on the tool's default switching activity, not on a simulated workload.
