## run.sh

```bash
#!/bin/bash
# OpenROAD 26Q1-2900-gdf79404cd8, Yosys 0.63+post, stock flow scripts
make -C /OpenROAD-flow-scripts/flow DESIGN_CONFIG=/design/flow/config.mk WORK_HOME=/design/flow/orfs finish
```

## config.mk

```make
export PLATFORM = sky130hd
export DESIGN_NAME = fdiv
export DESIGN_NICKNAME = fdiv
export VERILOG_FILES = /design/flow/design.v
export SDC_FILE = /design/flow/constraint.sdc
export NUM_CORES = 4
export LEC_CHECK = 1
export CORE_AREA = 10 10 105 105
export DIE_AREA = 0 0 115 115
export SYNTH_HDL_FRONTEND = slang
```

## constraint.sdc

```tcl
current_design fdiv

set clk_period 7.1
set clk_io_pct 0.2

create_clock -name clk0 -period $clk_period [get_ports {clkin}]

set non_clock_inputs [all_inputs -no_clocks]
set_input_delay [expr $clk_period * $clk_io_pct] -clock clk0 $non_clock_inputs
set_output_delay [expr $clk_period * $clk_io_pct] -clock clk0 [all_outputs]
```

## design.v

```verilog
module fdiv (clkin,clkout);
input clkin;
output reg clkout;
integer cont;
initial
   cont=0;
always @(posedge clkin)
  begin
	if (cont==24999)
		begin
			cont<=0;
			clkout<=~clkout;
		end
		else
		begin
			cont<=cont+1;
			clkout<=clkout;
		end
   end
endmodule
```

==> ci_impl_report.md <==
### Metrics collected by this job

| Metric | Value |
|---|---|
| Status | finished clean |
| Netlist Area Pre-Place | 1400 um^2 |
| Layout Skew | 4.86 ps |
| Final TNS setup | 0 ps |
| Required @ worst endpoint | 5680 ps |
| Clock transition at the registers of the reported paths | 70 ps |
| Synth area leaders | dfxtp_1, xnor2_1, nand4_1 |
| Distinct cells, synth | 22 |
| Avg Cell Area, Syn | 9.41 um^2 |
| R2R cell count | 4 |
| Gr usage total | 4.00% |
| Worst path slowest cell | clkdlybuf4s50_1 |
| Tcrit/Tclk final | 35.5% |
| Synth Seq Share | 47.8% |
| CP Cell Sequence | clkdlybuf4s50_1 |
| Pwr Density | 201 nW/um^2 |
| MaxCap Viol Count | 0 |
| Critical R2R Launch | cont[0]$_SDFF_PN0_ |
| Worst setup margin | 4580 ps |
| TritonRoute pass-1 iters | 4 |
| Worst hold-check path type | reg2reg |
| Ports | 2 |
| Dominant Register Cell | dfxtp_1 |
| Crit start category | flip-flop |
| Vias per cell | 4.02 |
| Area share, top type | 45.7% |
| P_leak | 0.000521 uW |
| Fmax | 397 MHz |
| RePlAce Congestion | 0.844 |
| IO buf count | 1 |
| Diode count | 0 |
| RSZ-0062 raised after global routing | false |
| Crit path buf inv count | 1 |
| DRC | 0 |
| CTS tree | built |
| Avg WL per Cell | 9.69 um |
| Tool warnings | 25 |
| Worst Path Max Fanout | 2 |
| First-pass GRT wire length | 4.56 mm |
| Die area | 13200 um^2 |
| Die Y | 115 um |
| Cell family with most CP delay | buffers and inverters |
| CTS Buf Count | 5 |
| Vias in the first global route | 1002 |
| Gr ovfl total | 0 |
| Largest net degree at the start of global routing | 11 |
| Layout area overhead | 16.6% |
| Share of cells above drive strength 1 | 6.37% |
| Minimum clock period | 2520 ps |
| CP Capture Type | output port |
| Hold-critical path endpoint | cont[31]$_SDFF_PN0_ |
| # H-tree levels | 2 |
| Max incr delay on CP | 470 ps |
| Initial antenna violation count | 0 |
| VDD IR max | 0.158 mV |
| Comb area | 714 um^2 |
| Fp util | 16.0% |
| Hold Vio Cnt, Final | 0 |
| HP Start | cont[31]$_SDFF_PN0_ |
| Vias | 1064 |
| Reg2reg setup slack | 5050 ps |
| Pre-CTS setup slack | 4870 ps |
| Clk latency late pin | 280 ps |
| ANT nets after route | 0 |
| # Cells Yosys | 149 |
| Area reported by Yosys stat | 1400 um^2 |
| Fill cells | 979 |
| Setup repair bufs after CTS | 0 |
| Hold depth | 1 |
| Most frequent cells after synthesis | dfxtp_1, xnor2_1, nand4_1 |
| Core area | 8760 um^2 |
| Area after DPL | 1550 um^2 |
| Drt total wl | 2.57 mm |
| Max-slew headroom | 60.9% |
| HPWL Detailed | 1.77 mm |
| CP arrival | 1100 ps |
| Register Area | 671 um^2 |
| DIE WIDTH | 115 um |
| EDFF count, synth | 1 |
| Total clock sinks | 33 |
| CTS Buffer Depth | 2 |
| Warnings from Yosys | 0 |
| Final setup vio count | 0 |
| Row count | 34 |
| R2R Path End | clkout$_DFFE_PN_ |
| Synthesized instance count | 149 |
| Flops out of synthesis | 33 |
| Clock root buffer | clkbuf_8 |
| Cell type with the largest total area | dfxtp_1 |
| Slew Limit Fails | 0 |
| Synth top cell by count | dfxtp_1 |
| PostCTS Resize Cnt | 0 |
| Critical path class | reg2out |
| FFs w/ async S/R, synth | 0% |
| Finished Cell Area | 1640 um^2 |
| Worst-Margin Slew | 583 ps |
| DRT iter0 DRCs | 76 |
| Cts hold-fix bufs | 0 |
cell families (layout without fill, tap and decap cells):
kind of cell,after synthesis,count (layout),synth area share [%]
AND/OR/NAND/NOR,81,81,31.3
flip-flops,33,33,47.8
buffers and inverters,4,12,1.25
XOR/XNOR,30,30,18.7
adder cells (fa/ha/maj),1,1,0.892
cells in the final DEF, fill, tap and decap left out:
cell type        count
dfxtp_1             32
xnor2_1             21
nand4_1             15
nor2_1              14
nand3_1             13
nand2_1             12
xor2_1               9
nor4_1               8
nor3_1               6
clkbuf_8             6
and3_1               4
inv_1                2
or4_1                2
clkbuf_1             2
nand4_2              1
nand3_2              1
and4_1               1
and2_1               1
nor4b_1              1
nor3_2               1
nor2b_1              1
ha_1                 1
edfxtp_1             1
clkdlybuf4s50_1      1
buf_4                1
worst register-to-register path, cell delays in order, from the launching register on:
cell and delay [ps]:
dfxtp_1 390, ha_1 260, nand4_1 110, or4_1 430, nor3_2 510
power by group:
group          switching, uW  internal [uW]  leakage, uW
registers                  0            186     0.000269
clock network           64.3           79.0    0.0000455
logic                      0              0     0.000206
cell type report:
cell class / instances / area share, %
sequential: 33 / 41.0
timing repair buffer: 2 / 1.07
inverter: 2 / 0.459
tap: 108 / 8.26
multi-input combinational: 112 / 43.7
clock buffer: 8 / 5.51
state kept, by name, indices dropped and copies added (netlist names):
name / count
clkout: 1
cont: 32
worst max-delay path by stage:
stage | end | start | cells after the start | slack, ps
after CTS | clkout | clkout$_DFFE_PN_ | 1 | 4560
after global routing | clkout | clkout$_DFFE_PN_ | 1 | 4530
final | clkout | clkout$_DFFE_PN_ | 1 | 4580
layer usage:
layer  up-vias  part of all wire (%)  GRT usage (%)
met5         -                     0              0
met4         0                   2.3          0.743
met3         5                   3.3           1.05
met2         8                    44           6.12
met1       505                    50           5.63
li1        546                     -              -
per-stage QoR:
stage | instances | power [uW] | hold slack (ps) | utilization [%]
after CTS | 265 | 334 | 467 | 18.7
after global placement | 257 | 190 | 458 | 17.6
final | 265 | 329 | 468 | 18.7
after floorplan | 149 | 190 | 435 | -
after global routing | 265 | 344 | 490 | 18.7
after detailed placement | 257 | 190 | 452 | 17.6
Power and IR drop assume default switching activity.
